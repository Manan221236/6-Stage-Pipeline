==> flow/config.mk <==
export PLATFORM = sky130hd
export DESIGN_NAME = JALR_Target_Calculator
export DESIGN_NICKNAME = JALR_Target_Calculator
export VERILOG_FILES = /design/flow/design.v
export SDC_FILE = /design/flow/constraint.sdc
export NUM_CORES = 4
export LEC_CHECK = 1
export CORE_AREA = 10 10 86 86
export DIE_AREA = 0 0 96 96
==> flow/constraint.sdc <==
current_design JALR_Target_Calculator

set clk_period 12.6
set clk_io_pct 0.2

create_clock -name clk0 -period $clk_period

set non_clock_inputs [all_inputs -no_clocks]
set_input_delay [expr $clk_period * $clk_io_pct] -clock clk0 $non_clock_inputs
set_output_delay [expr $clk_period * $clk_io_pct] -clock clk0 [all_outputs]
==> flow/run.sh <==
#!/bin/bash
# OpenROAD 26Q1-2900-gdf79404cd8, Yosys 0.63+post, stock flow scripts
make -C /OpenROAD-flow-scripts/flow DESIGN_CONFIG=/design/flow/config.mk WORK_HOME=/design/flow/orfs finish
==> flow/design.v <==
module JALR_Target_Calculator(Src_A, Imm_Ext, JALR_Target);
    input [31:0] Src_A, Imm_Ext;
    output [31:0] JALR_Target;
    assign JALR_Target = (Src_A + Imm_Ext) & 32'hFFFFFFFE;
endmodule
==> impl_metrics.toml <==
# yosys + openroad results
[layout]
drive_gt1_share_pct = 5.280
mostFrequentLayoutCells = "95 x clkdlybuf4s50_1, 32 x a21oi_1, 30 x ha_1"
lay_top_count = "clkdlybuf4s50_1"
flop_area_um2 = 0
area_growth_syn_to_layout_pct = 51.60
final_core_util_pct = 49.10
clockBufferCount = 0
ff_count = 0

[placement]
gp_congestion = 0.8997
pre_cts_slack_ns = 4.371
place_hpwl_mm = 5.326
portBuffers = 95

[floorplan]
die_w_um = 96
rows = 27
fp_util_pct = 32.38
dieHeight_um = 96
core_area_mm2 = 0.005540
ioPinCount = 96
chipArea_mm2 = 0.009216

[logic_synthesis]
avgSynthCellArea_um2 = 7.571
yosysWarnings = 0
postSynthSeqShare_pct = 0
synth_stat.cells = 237
synth_cells = 237
synth_cell_types = 56
syn_area_mm2 = 0.001794
synth_chip_area_mm2 = 0.001794

[route]
diodes = 0
antenna_left = 0
drt-initial-drc-count = 93
routed-via-count = 2036
drt_first_pass_iters = 4
drc = 0
vias_per_cell = 5.168
wire_per_inst_um = 15.19
wl_mm = 5.983

[worst_setup_path]
crit_path_start = "Src_A[0]"
cp.arrival_ns = 5.72
worstSetupEndpointType = "output port"
worst-path-buf-inv = 2
cp_data_required_time_ns = 10.08
crit_family = "AND-OR/OR-AND gates"
cpMaxStageDelayCell = "clkdlybuf4s50_1"
worst_path_most_repeated_cell = "o21ai_2"
slowest_delay_ns = 0.49
start_kind = "input pin"
crit_type = "input pin to output port"
cp_num_cells = 12
path_cells = "clkdlybuf4s50_1 > and2_1 > fa_1 > a21o_1 > a2111oi_4 > o21ai_2 > a31oi_2 > o21ai_2 > a31oi_4 > o21ai_2 > xor2_1 > clkdlybuf4s50_1"
path_max_fanout = 3

[grt]
grt.total_usage_pct = 12.30
grt_antenna_before_repair = 0
overflow = 0
grt_pass1_vias = 1828
grt_pass1_wl_mm = 9.466
grt_max_degree = 11

[sta]
slew_headroom_pct = 59.60
rsz0062_at_grt = "false"
holdWs_ns = 6.107
finalClockPeriodUsage_pct = 65.36
setup_viol = 0
tightest_slew_ns = 0.6023
maxSlewViolCount = 0
worst_slack_ns = 4.364
max_freq_mhz = 121.4
timing.final.crit_period_ns = 8.236
hold_viol = 0
tns_ns = 0

[job]
maxCapViolCount = 0
warnings = 32

[power_and_ir_drop]
ir_drop_mv = 0.02075
p_int_w = 0.00009152
p_seq_share_pct = 0
leakage_nw = 1.087
clkPwrFrac_pct = 0
pwr-share-comb_pct = 100.0
p_sw_w = 0.00006171
report.power.total_w = 0.0001532
power.density_mw_per_mm2 = 56.33
netSwitchingFraction_pct = 40.27

[min_path]
hold_depth = 4
min-delay-start = "Src_A[31]"
hold_path.class = "input pin to output port"

[clocking]
cts_resized = 0
post_cts_buffers = 0
hold_buffers = 0

[status]
outcome = "finished, final reports clean"
[worst min-delay path, cell delays in order]
cell and delay [ns]:
clkdlybuf4s50_1 0.41, xnor2_1 0.17, xnor2_1 0.07, clkdlybuf4s50_1 0.41
[through the flow]
step                area, um2  std cells
floorplan                1794        237
global placement         2720        394
detailed placement       2720        394
CTS                      2720        394
global route             2720        394
finish                   2720        394
[synth_stat cells, types with 3 or more instances]
library cell / count / area (um2)
o21ai_0: 8 / 40.04
a21oi_1: 32 / 160.2
a211oi_1: 4 / 30.03
o21ai_2: 3 / 26.28
o21ai_1: 5 / 25.02
a21o_1: 12 / 90.09
nand4_1: 6 / 37.54
inv_1: 8 / 30.03
nor3_1: 4 / 20.02
a31oi_1: 3 / 18.77
nor2_1: 11 / 41.29
xnor2_1: 19 / 166.4
o2111ai_1: 3 / 26.28
ha_1: 30 / 375.4
o21bai_1: 3 / 22.52
xor2_1: 10 / 87.58
clkbuf_8: 3 / 41.29
nand2_1: 18 / 67.56
o211ai_1: 3 / 22.52
nand3_1: 9 / 45.04
[cell families (layout without fill, tap and decap cells)]
group / Yosys count / count (layout) / synth area share [%]
xor+xnor: 29 / 29 / 14.16
buf+inv: 18 / 103 / 8.089
other cells: 1 / 1 / 0.2090
fa+ha+maj: 31 / 31 / 22.04
simple gates: 64 / 64 / 18.34
compound gates: 94 / 94 / 37.17
[routing by layer]
metal | wire [um] | GRT usage, %
met3 | 329 | 1.179
met1 | 2854 | 18.14
met2 | 2766 | 19.79
met4 | 34 | 0.6143
met5 | 0 | 0
[area by class of cell]
class | instances | area [um2]
Fill cell | 566 | 2820
Multi-Input combinational cell | 219 | 1649
Timing Repair Buffer | 95 | 950.9
Tap cell | 72 | 90.09
Inverter | 8 | 30.03
[path summary, 6_finish.rpt]
path,endpoint
max,JALR_Target[20]
min,JALR_Target[31]
[power groups by stage]
stage | logic, W | registers, W | clock network, W
4_1_cts | 0.000155 | 0 | 0
5_1_grt | 0.000168 | 0 | 0
6_report | 0.000153 | 0 | 0
Power figures rest on the tool's default switching activity, not on a simulated workload.

**/design/flow/constraint.sdc**
```tcl
current_design Mux_3_by_1

set clk_period 4.6
set clk_io_pct 0.2

create_clock -name clk0 -period $clk_period

set non_clock_inputs [all_inputs -no_clocks]
set_input_delay [expr $clk_period * $clk_io_pct] -clock clk0 $non_clock_inputs
set_output_delay [expr $clk_period * $clk_io_pct] -clock clk0 [all_outputs]
```
**/design/flow/design.v**
```verilog
module Mux (a,b,s,c);
    input [31:0]a,b;
    input s;
    output [31:0]c;
    assign c = (~s) ? a : b ;
endmodule
module Mux_3_by_1 (a,b,c,s,d);
    input [31:0] a,b,c;
    input [1:0] s;
    output [31:0] d;
    assign d = (s == 2'b00) ? a : (s == 2'b01) ? b : (s == 2'b10) ? c : 32'h00000000;
endmodule
```
**/design/flow/config.mk**
```make
export PLATFORM = sky130hd
export DESIGN_NAME = Mux_3_by_1
export DESIGN_NICKNAME = Mux_3_by_1
export VERILOG_FILES = /design/flow/design.v
export SDC_FILE = /design/flow/constraint.sdc
export NUM_CORES = 4
export LEC_CHECK = 1
export CORE_AREA = 10 10 76 76
export DIE_AREA = 0 0 86 86
```
**/design/flow/run.sh**
```bash
#!/bin/bash
# OpenROAD 26Q1-2900-gdf79404cd8, Yosys 0.63+post, stock flow scripts
make -C /OpenROAD-flow-scripts/flow DESIGN_CONFIG=/design/flow/config.mk WORK_HOME=/design/flow/orfs finish
```
==> impl_metrics.csv <==
group,metric,value,unit
synth,postSynthAreaPerCell,10.2,um^2
cts,post_cts_buffers,0,
final_timing,finalCriticalPeriod,3.64,ns
route,vias,1103,
final_timing,fmax,275,MHz
global_route,grt_pass1_vias,1230,
route,diodes,0,
worst_hold_path,min_to,"d[19]",
global_route,grt_antenna_before_repair,0,
die,io_pins,130,
final_timing,max_slew_margin,69.3,%
final_timing,finalCritPeriodShare,79.1,%
die,row_count,23,
finish,clkbuf_count,0,
setup_path,crit_cells,5,
global_route,grt_usage,11.0,%
final_timing,setup_ws,0.960,ns
final_timing,slew_violations,0,
placed_design,dpl.hpwl,3980,um
worst_hold_path,hp-start,"c[19]",
placed_design,pre_cts_ws,0.935,ns
setup_path,arrival,2.72,ns
finish,drive_above_1_share,7.58,%
placed_design,gp_congestion,0.781,
synth,yosys-stat-cells,77,
finish,seq_area,0,um^2
setup_path,path_common_cell,"clkdlybuf4s50_1",
job,maxCapViolations,0,
setup_path,critPathSlowestCell,"clkdlybuf4s50_1",
power_and_ir_drop,ir_worst_vdd,58.1,uV
finish,mostFrequentLayoutCell,"clkdlybuf4s50_1",
finish,final_util,50.0,%
setup_path,critical_path.max_fanout,20,
setup_path,path_cells,"clkdlybuf4s50_1 > nor2b_4 > buf_4 > o2bb2ai_1 > clkdlybuf4s50_1",
global_route,overflow,0,
route,viasPerCell,4.45,
route,dr.pass1.iters,2,
setup_path,cp_num_buf_inv,3,
status,outcome,"completed",
power_and_ir_drop,p_leak,0.785,nW
die,coreArea,4120,um^2
die,die_w,86,um
setup_path,start_kind,"primary input",
cts,post_cts_resized,0,
route,antenna_left,0,
global_route,grt_max_degree,33,
final_timing,finalSetupViolCount,0,
final_timing,setup_tns,0,ns
job,warning_count,32,
synth,syn_area,787,um^2
finish,fin_area,2060,um^2
worst_hold_path,worstHoldPathCells,3,
setup_path,endpoint_kind,"primary output",
setup_path,cp_top_family,"buffers and inverters",
global_route,grt_first_pass_wirelength,6670,um
placed_design,numPortBuffers,130,
route,finalWirelength,4440,um
cts,hold_buffers,0,
setup_path,critPathLaunch,"s[1]",
final_timing,worstMarginPinSlew,0.460,ns
worst_hold_path,hp-class,"in -> out",
setup_path,slowest_delay,0.50,ns
finish,nFillCells,388,
finish,area_delta_synth_final,162,%
synth,syn_inst,77,
finish,final_layout_top_logic_cells,"clkdlybuf4s50_1 (129), mux2i_1 (32), o2bb2ai_1 (22)",
die,die-area,7400,um^2
synth,ys_area,787,um^2
setup_path,worstSetupPathType,"in -> out",
synth,yosysWarnings,0,
route,wire_per_inst,17.9,um
die,die_h,86,um
final_timing,hold_viol,0,
synth,synth_cell_types,8,
die,fp-utilization,19.1,%
route,drc,0,
synth,synth_seq_share,0,%
finish,n_sequential_cell,0,
route,drt_iter0_markers,3,
final_timing,rsz0062_at_grt,"false",
setup_path,critPathRequiredTime,3.68,ns
placed_design,place_area,2060,um^2
power_and_ir_drop,power_density,90.0,nW/um^2
[per-layer routing]
layer  GRT usage (%)  part of all wire, %
met1            11.3                   35
met2            20.8                   53
met3            4.58                   11
met4            1.20                  1.2
met5               0                    0
[cell families after synthesis]
kind of cell	synth area share, %
compound gates	43.6
simple gates	1.75
mux	40.7
buf+inv	14.0
[metrics by stage]
stage	power [mW]	std cells	hold slack, ns
floorplan	0.0549	77	1.90
global placement	0.187	248	2.77
detailed placement	0.189	248	2.76
CTS	0.189	248	2.76
global route	0.199	248	2.78
finish	0.185	248	2.75
[area by class of cell]
class	count	area, um^2	share of cell area, %
Timing Repair Buffer	133	1320	64.1
Multi-Input combinational cell	65	677	32.9
Tap cell	50	62.6	3.04
[Yosys cell counts (all sizes together)]
| library cell | number | area (um^2) |
|---|---|---|
| o2bb2ai | 32 | 343 |
| clkbuf | 2 | 7.51 |
| buf | 10 | 103 |
| nor2b | 1 | 13.8 |
| mux2i | 32 | 320 |
[report_power, final]
group          switching (mW)  internal (mW)
sequential                  0              0
clock                       0              0
combinational          0.0478          0.137
total                  0.0478          0.137
[worst max-delay path by stage]
stage       end  slack, ns
6_report  d[20]       0.96
5_1_grt   d[24]       0.83
4_1_cts   d[20]       0.93
[tightest hold or removal path, stage by stage]
cell             delay, ns
clkdlybuf4s50_1       0.39
o2bb2ai_1             0.12
clkdlybuf4s50_1       0.40
Power and IR drop assume default switching activity.
